**./config.mk**
```make
export PLATFORM = sky130hd
export DESIGN_NAME = dcache_top
export DESIGN_NICKNAME = dcache_top
export VERILOG_FILES = /design/flow/design.v
export SDC_FILE = /design/flow/constraint.sdc
export NUM_CORES = 4
export LEC_CHECK = 1
export CORE_UTILIZATION = 50
export SYNTH_MEMORY_MAX_BITS = 65536
```
**./design.v**
```verilog
module dcache_data_sram
(
	clk_i,
	addr_i,
	data_i,
	enable_i,
	write_i,
	data_o
);
input				  clk_i;
input	[4:0]		addr_i;
input	[255:0]	data_i;
input				  enable_i;
input				  write_i;
output	[255:0] 	data_o;
reg		[255:0]		memory 			[0:31];	
always@(posedge clk_i) begin
    if(enable_i && write_i) begin
		memory[addr_i]   <= data_i;
	end
end
assign 	data_o = (enable_i) ? memory[addr_i] : 256'b0;
endmodule
module dcache_tag_sram
(
	clk_i,
	addr_i,
	data_i,
	enable_i,
	write_i,
	data_o
);
input				  clk_i;
input	[4:0]		addr_i;
input	[23:0]	data_i;
input				  enable_i;
input				  write_i;
output	[23:0] 		data_o;
reg		[23:0]		memory 			[0:31];	
always@(posedge clk_i) begin
    if(enable_i && write_i) begin
		memory[addr_i]   <= data_i;
	end
end
assign 	data_o = (enable_i) ? memory[addr_i] : 24'b0;
endmodule
module dcache_top
(
	clk_i, 
	rst_i,
	mem_data_i, 
	mem_ack_i,	
	mem_data_o, 
	mem_addr_o,		
	mem_enable_o, 
	mem_write_o, 
	p1_data_i, 
	p1_addr_i,	
	p1_MemRead_i, 
	p1_MemWrite_i, 
	p1_data_o, 
	p1_stall_o
);
input				clk_i;
input				rst_i;
input	[256-1:0]	mem_data_i; 
input				mem_ack_i; 
output	[256-1:0]	mem_data_o; 
output	[32-1:0]	mem_addr_o;		
output				mem_enable_o; 
output				mem_write_o; 
input	[32-1:0]	p1_data_i; 
input	[32-1:0]	p1_addr_i;	
input				p1_MemRead_i; 
input				p1_MemWrite_i; 
output	[32-1:0]p1_data_o; 
output				p1_stall_o; 
wire	[4:0]		cache_sram_index;
wire				cache_sram_enable;
wire	[23:0]		cache_sram_tag;
wire	[255:0]		cache_sram_data;
wire				cache_sram_write;
wire	[23:0]		sram_cache_tag;
wire	[255:0]		sram_cache_data;
wire				sram_valid;
wire				sram_dirty;
parameter			STATE_IDLE			= 3'h0,
					STATE_READMISS		= 3'h1,
					STATE_READMISSOK	= 3'h2,
					STATE_WRITEBACK		= 3'h3,
					STATE_MISS			= 3'h4;
reg		[2:0]		state;
reg					mem_enable;
reg					mem_write;
reg					cache_we;
wire				cache_dirty;
reg					write_back;
wire	[4:0]		p1_offset;
wire	[4:0]		p1_index;
wire	[21:0]		p1_tag;
wire	[255:0]		r_hit_data;
wire	[21:0]		sram_tag;
wire				hit;
reg		[255:0]		w_hit_data;
wire				write_hit;
wire				p1_req;
reg		[31:0]		p1_data;
assign	p1_req		= p1_MemRead_i | p1_MemWrite_i;
assign	p1_offset	= p1_addr_i[4:0];
assign	p1_index	= p1_addr_i[9:5];
assign	p1_tag		= p1_addr_i[31:10];
assign	p1_stall_o	= ~hit & p1_req;
assign	p1_data_o	= p1_data; 
assign	sram_valid	= sram_cache_tag[23];
assign	sram_dirty	= sram_cache_tag[22];
assign	sram_tag	= sram_cache_tag[21:0];
assign	cache_sram_index	= p1_index;
assign	cache_sram_enable	= p1_req;
assign	cache_sram_write	= cache_we | write_hit;
assign	cache_sram_tag		= {1'b1, cache_dirty, p1_tag};	
assign	cache_sram_data		= (hit) ? w_hit_data : mem_data_i;
assign	mem_enable_o	= mem_enable;
assign	mem_addr_o		= (write_back) ? {sram_tag, p1_index, 5'b0} : {p1_tag, p1_index, 5'b0};
assign	mem_data_o		= sram_cache_data;
assign	mem_write_o		= mem_write;
assign	write_hit	= hit & p1_MemWrite_i;
assign	cache_dirty	= write_hit;
assign hit = sram_valid && (sram_tag == p1_tag);
assign r_hit_data = sram_cache_data;
always@(p1_offset or r_hit_data) begin
    if (hit) begin
        p1_data =   (p1_offset == 0 ) ? r_hit_data[ 31:  0] :
                    (p1_offset == 4 ) ? r_hit_data[ 63: 32] :
                    (p1_offset == 8 ) ? r_hit_data[ 95: 64] :
                    (p1_offset == 12) ? r_hit_data[127: 96] :
                    (p1_offset == 16) ? r_hit_data[159:128] :
                    (p1_offset == 20) ? r_hit_data[191:160] :
                    (p1_offset == 24) ? r_hit_data[223:192] :
                    r_hit_data[255:224];
    end
    else
        p1_data = 0;
end
always@(p1_offset or r_hit_data or p1_data_i) begin
	w_hit_data = { (p1_offset == 28) ? p1_data_i : r_hit_data[255:224],
                   (p1_offset == 24) ? p1_data_i : r_hit_data[223:192],
                   (p1_offset == 20) ? p1_data_i : r_hit_data[191:160],
                   (p1_offset == 16) ? p1_data_i : r_hit_data[159:128],
                   (p1_offset == 12) ? p1_data_i : r_hit_data[127: 96],
                   (p1_offset == 8 ) ? p1_data_i : r_hit_data[ 95: 64],
                   (p1_offset == 4 ) ? p1_data_i : r_hit_data[ 63: 32],
                   (p1_offset == 0 ) ? p1_data_i : r_hit_data[ 31:  0]};
end
always@(posedge clk_i or negedge rst_i) begin
	if(~rst_i) begin
		state		<= STATE_IDLE;
		mem_enable	<= 1'b0;
		mem_write	<= 1'b0;
		cache_we	<= 1'b0; 
		write_back	<= 1'b0;
	end
	else begin
		case(state)
			STATE_IDLE: begin
				if(p1_req && !hit) begin	 
					state <= STATE_MISS;
				end
				else begin
					state <= STATE_IDLE;
				end
			end
			STATE_MISS: begin
				if(sram_dirty) begin		 
					mem_enable <= 1;
					mem_write <= 1;
					write_back <= 1;
					state <= STATE_WRITEBACK;
				end
				else begin					 
                    mem_enable <= 1;
					mem_write <= 0;
					state <= STATE_READMISS;
				end
			end
			STATE_READMISS: begin
				if(mem_ack_i) begin			 
					cache_we <= 1;
					mem_enable <= 0;
					state <= STATE_READMISSOK;
				end
				else begin
					state <= STATE_READMISS;
				end
			end
			STATE_READMISSOK: begin			 
				cache_we <= 0;	
				state <= STATE_IDLE;
			end
			STATE_WRITEBACK: begin
				if(mem_ack_i) begin			 
					mem_enable <= 1;
					write_back <= 0;
					mem_write <= 0;
					state <= STATE_READMISS;
				end
				else begin
					state <= STATE_WRITEBACK;
				end
			end
		endcase
	end
end
dcache_tag_sram dcache_tag_sram
(
	.clk_i(clk_i),
	.addr_i(cache_sram_index),
	.data_i(cache_sram_tag),
	.enable_i(cache_sram_enable),
	.write_i(cache_sram_write),
	.data_o(sram_cache_tag)
);
dcache_data_sram dcache_data_sram
(
	.clk_i(clk_i),
	.addr_i(cache_sram_index),
	.data_i(cache_sram_data),
	.enable_i(cache_sram_enable),
	.write_i(cache_sram_write),
	.data_o(sram_cache_data)
);
endmodule
```
**./constraint.sdc**
```tcl
current_design dcache_top

set clk_period 120.7
set clk_io_pct 0.2

create_clock -name clk0 -period $clk_period [get_ports {clk_i}]

set non_clock_inputs [all_inputs -no_clocks]
set_input_delay [expr $clk_period * $clk_io_pct] -clock clk0 $non_clock_inputs
set_output_delay [expr $clk_period * $clk_io_pct] -clock clk0 [all_outputs]
```
**./run.sh**
```bash
#!/bin/bash
# OpenROAD 26Q1-2900-gdf79404cd8, Yosys 0.63+post, stock flow scripts
make -C /OpenROAD-flow-scripts/flow DESIGN_CONFIG=/design/flow/config.mk WORK_HOME=/design/flow/orfs finish
```
==> results.txt <==
run metrics: # setup viols final 0, Rel. slew slack under 10%, Leak Pwr 126 nW, vias in the first global route 191610, CTS tree yes, Num CTS Buffers 884, share of power burned in registers 53.0%, GRT overflow 0, largest net degree at the start of global routing 102, cells in synth_stat.txt 15764, hold buffer count at cts 0, std cell rows 304, Synth top area share between 70 and 80%, IO Count about 650, fin crit share 49.1%, setup bufs post-CTS 0, yosys warns 3, clk_skew 0.0866 ns, Cell Type Count about 60, Cell Area, Synth 345000 µm², DP HPWL 678000 µm, DIE WIDTH around 830 µm, Core ar. a little under 700000 µm², fin util 57.4%, PostCTS Resize Cnt 0, Synth top cells by count edfxtp_1 (8928), mux4_2 (1672), mux2i_1 (1126), o22ai_1 (562), a22oi_1 (519), Crit Path Max Fanout 85, clock tree buffer depth 4, share of synthesized registers carrying an async set or reset less than 1%, Tool Warnings 32, Detail Route Antenna Nets 0, top cell type by total area after synthesis edfxtp_1, predominant post-synthesis flop cell edfxtp_1, drt drc 0, outcome finished, final reports clean, area grow syn2layout 14.2%, clk root buf clkbuf_16, initial antenna violation count ~110, GRT Util Overall 37.8%, die height 833 µm, pwr/cell area around 17 nW/µm², Sw Share 22.7%, Syn Area/Cell about 22 µm², DR vias/cell 6.48, combinational power share 7.1%, VDD IR max 0.0000178 V, CTS sink count 8937, switching pwr 1.49 mW, filler cell count 49152, crit path kind in2out, fmax between 0.015 and 0.02 GHz, total power 6.55 mW, count leader, synth edfxtp_1, port bufs about 640, RSZ-0062 raised after global routing false, ratio of cells with drive above 1 in the final layout 24.6%, data arrival time of the worst path 35.09 ns, DRT Wirelength ~1200000 µm, Detailed Routing Iterations Pass 1 6, Fin. Hold Viols 0, crit path capture type output pin, Tmin final roughly 59 ns, fp util 50.3%, number of DRC markers in iteration 0 roughly 14000, crit path DRT 96.56 ns, Max Cap Viol 0, Synth Seq Share 77.7%, clk latency late pin 1.22 ns, flops & latches, synth just under 9000, # H-tree levels 6, Worst-path clk slew 0.06 ns, first-pass GRT wire length between 1500000 and 2000000 µm, Cell area leaders edfxtp_1 (78%), mux4_2 (11%), mux2i_1 (3.3%), Worst-Margin Slew about 1.4 ns, Yosys chip area 345000 µm², Startpoint Class input pin, Slew Limit Fails 0, design internal power 5.06 mW, Post-Syn Instances 15764, clock power share 39.9%, Routed WL per cell 42.1 µm, Vias 177543, Post-synth EDFFs 8928, Die ar. 694000 µm², Routability Congestion between 0.9 and 1, hold crit path type reg2reg, setup_tns 0 ns
power groups by stage:
stage	sequential [mW]	combinational, mW	clock, mW
CTS	3.47	0.457	2.64
global route	3.47	0.483	2.76
finish	3.47	0.465	2.61
through the flow:
step	cells	setup WS (ns)	instance area [µm²]	hold WS, ns
3_3_place_gp	25618	61.47	367000	0.460
2_1_floorplan	15768	69.65	345000	0.441
4_1_cts	27220	61.43	394000	0.476
3_5_place_dp	25619	61.48	367000	0.470
6_report	27406	61.47	394000	0.474
5_1_grt	27331	60.99	394000	0.503
per-layer routing:
metal / GRT usage (%) / wire length (µm)
met1: 42.8 / 315000
met2: 48.9 / 501000
met3: 36.0 / 261000
met4: 16.0 / 68800
met5: 8.55 / 7930
worst paths after layout:
kind / startpoint / to / slack [ns] / cells after the start
worst max-delay path: p1_addr_i[5] / p1_data_o[1] / 61.47 / 21
worst min-delay path: state[0]$_DFF_PN1_ / state[0]$_DFF_PN1_ / 0.47 / 2
worst max register to register: dcache_tag_sram.memory[10][0]$_DFFE_PP_ / dcache_data_sram.memory[27][73]$_DFFE_PP_ / 113.35 / 16
worst min register to register: state[0]$_DFF_PN1_ / state[0]$_DFF_PN1_ / 0.47 / 2
max in group asynchronous: rst_i / state[0]$_DFF_PN1_ / 97.14 / 1
min in group asynchronous: rst_i / state[3]$_DFF_PN0_ / 23.24 / 1
critical path, stage by stage:
cell             delay, ns
buf_16                0.37
buf_4                 0.65
buf_4                 0.71
buf_4                 0.61
buf_4                 0.77
buf_4                 0.63
buf_4                 0.60
buf_4                 0.75
buf_4                 0.65
buf_4                 0.63
buf_4                 0.56
buf_4                 0.51
mux4_2                0.32
a22o_1                0.13
a221oi_1              0.05
a31oi_1               0.50
buf_4                 0.26
a22o_1                0.14
nand2_1               0.08
a21oi_1               0.87
clkdlybuf4s50_1       0.67
flip-flops by register name, summed over array words and instances (netlist names):
name / cells
dcache_data_sram.memory: 8192
dcache_tag_sram.memory: 736
state: 5
cache_we: 1
mem_enable: 1
mem_write: 1
write_back: 1
area by class of cell:
cell class                 count  area [µm²]  area share [%]
clock inverter               492        3930           0.996
tap                         9180       11500            2.91
multi-input combinational   5829       72400            18.4
inverter                      39         146          0.0371
timing repair buffer        1634       14400            3.64
clock buffer                1109       23200            5.88
antenna                      186         465           0.118
sequential                  8937      268000            68.1
placed cells by master, fill, tap and decap left out, types with 32 or more instances in the layout:
master              n
edfxtp_1         8928
mux4_2           1672
mux2i_1          1126
buf_4             959
clkbuf_16         895
clkdlybuf4s50_1   607
o22ai_1           562
a22oi_1           517
nor2_1            304
mux2_2            274
clkinv_1          243
nand2_1           226
clkbuf_1          214
a22o_1            202
diode_2           186
mux2_4            180
a221oi_1          162
a31oi_1           157
clkinv_2          154
a41oi_1            58
a21oi_1            49
buf_12             47
bufinv_16          42
inv_1              39
a221oi_2           39
o21ai_0            35
nor3_2             34
a41o_1             32
cell families (layout without fill, tap and decap cells):
logic type	after synthesis	after routing	synth area share, %
other	1	191	0.00109
muxes	3258	3258	15.9
AOI/OAI and AO/OA	1874	1874	4.00
xor gates and xnor gates	22	22	0.0558
and+or+nand+nor	670	670	0.839
DFF	8937	8937	77.7
buffers and inverters	1002	3274	1.56
Power and IR drop assume default switching activity.
